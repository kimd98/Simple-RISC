==> design.v <==
module lab8_top(KEY, SW, LEDR, HEX0, HEX1, HEX2, HEX3, HEX4, HEX5, CLOCK_50);
   parameter filename = "lab8fig4.txt";
   input CLOCK_50;
   input [3:0] KEY;
   input [9:0] SW;
   output [9:0] LEDR;
   output [6:0] HEX0, HEX1, HEX2, HEX3, HEX4, HEX5;
   wire [8:0] 	mem_addr;
   wire [15:0] 	read_data, write_data, dout, ir;
   wire [1:0] 	mem_cmd;
   wire 	msel, write, halt, LEDload, switch_load;
   assign LEDR[8:8] = halt;
   RAM #(16, 8, filename) MEM (.clk(CLOCK_50), .read_address(mem_addr[7:0]), .write_address(mem_addr[7:0]), .write(write), .din(write_data), .dout(dout));
   cpu CPU (.clk(CLOCK_50), .reset(~KEY[1]), .in(read_data), .out(write_data), .mem_addr(mem_addr), .mem_cmd(mem_cmd), .halt(halt));
   register #(8) LEDs (.data_in(write_data[7:0]), .load(LEDload), .clk(CLOCK_50), .data_out(LEDR[7:0]));
   assign read_data = msel && (2'b01 === mem_cmd) ? dout : {16{1'bz}};
   assign msel = mem_addr[8:8] === 1'b0;
   assign write = msel & (2'b10 === mem_cmd);
   assign read_data[15:8] = switch_load ? 8'h00 : {8{1'bz}};
   assign read_data[7:0] = switch_load ? SW : {8{1'bz}};
   assign switch_load = (mem_cmd === 2'b01) & (mem_addr === 9'h140);
   assign LEDload = (mem_addr === 9'h100)&(mem_cmd === 2'b10);
endmodule  
module sseg(in,segs);
   input [3:0] in;
   output reg [6:0] segs;
   always @(*)begin
      case(in)
	4'b0000 : segs <= 7'b1000000;
	4'b0001 : segs <= 7'b1111001;
	4'b0010 : segs <= 7'b0100100;
	4'b0011 : segs <= 7'b0110000;
	4'b0100 : segs <= 7'b0011001;
	4'b0101 : segs <= 7'b0010010;
	4'b0110 : segs <= 7'b0000010;
	4'b0111 : segs <= 7'b1111000;
	4'b1000 : segs <= 7'b0000000;
	4'b1001 : segs <= 7'b0011000;
	4'b1010 : segs <= 7'b0001000;
	4'b1011 : segs <= 7'b1000011;
	4'b1100 : segs <= 7'b1000110;
	4'b1101 : segs <= 7'b0100001;
	4'b1110 : segs <= 7'b0000110;
	4'b1111 : segs <= 7'b0001110;
	default : segs <= {7{1'bx}};
      endcase  
   end 
endmodule
module input_iface(clk, SW, ir, LEDR);
  input clk;
  input [9:0] SW;
  output [15:0] ir;
  output [7:0] LEDR;
  wire sel_sw = SW[9];  
  wire [15:0] ir_next = sel_sw ? {SW[7:0],ir[7:0]} : {ir[15:8],SW[7:0]};
  vDFF #(16) REG(clk,ir_next,ir);
  assign LEDR = sel_sw ? ir[7:0] : ir[15:8];  
endmodule  
module vDFF(clk,D,Q);
  parameter n=1;
  input clk;
  input [n-1:0] D;
  output [n-1:0] Q;
  reg [n-1:0] Q;
  always @(posedge clk)
    Q <= D;
endmodule
==> run.sh <==
#!/bin/bash
# OpenROAD 26Q1-2900-gdf79404cd8, Yosys 0.63+post, stock flow scripts
make -C /OpenROAD-flow-scripts/flow DESIGN_CONFIG=/design/flow/config.mk WORK_HOME=/design/flow/orfs finish
==> config.mk <==
export PLATFORM = sky130hd
export DESIGN_NAME = input_iface
export DESIGN_NICKNAME = input_iface
export VERILOG_FILES = /design/flow/design.v
export SDC_FILE = /design/flow/constraint.sdc
export NUM_CORES = 4
export LEC_CHECK = 1
export CORE_AREA = 10 10 88 88
export DIE_AREA = 0 0 98 98
==> constraint.sdc <==
current_design input_iface

set clk_period 1.0
set clk_io_pct 0.2

create_clock -name clk0 -period $clk_period [get_ports {clk}]

set non_clock_inputs [all_inputs -no_clocks]
set_input_delay [expr $clk_period * $clk_io_pct] -clock clk0 $non_clock_inputs
set_output_delay [expr $clk_period * $clk_io_pct] -clock clk0 [all_outputs]
==> flow_metrics.py <==
# Auto-generated metrics
metrics = {
    "critical_path": {
        "critPathTopFamily": "flip-flops",
        "crit_chain": "buf_4 > mux2_4 > buf_6",
        "crit_fanout": 2,
        "endpoint_kind": "primary output",
        "slowest_stage": "edfxtp_1",
        "required_ns": 0.80,
        "critPathArrivalTime_ns": 1.13,
        "crit_path_max_incr_delay_ns": 0.38,
        "critPathBufInv": 2,
        "critPathKind": "reg2out",
        "cp-start-kind": "flip-flop",
    },
    "timing": {
        "fmax_mhz": 750.6,
        "rsz0062_at_grt": "yes",
        "tightest_slew_ns": 0.1382,
        "fin_setup_tns_ns": -2.985,
        "final-hold-violation-count": 0,
        "relSlewSlack": 0.9085,
        "finalClockPeriodUsage": 1.332,
        "finalMaxSlewViolations": 0,
        "fin_ws_ns": -0.3322,
        "setup_viol": 22,
        "finalCriticalPeriod_ns": 1.332,
    },
    "final_layout": {
        "syn2layout_area_growth_pct": 111.2,
        "final_cell_count_no_fill": 162,
        "fillers": 601,
        "logic_area_um2": 120.1,
        "utilization": 0.2196,
        "largest_register": "REG.Q",
        "largestRegisters": "REG.Q: 16 flops",
        "seq_area_um2": 480.5,
        "largest_reg_flops": 16,
        "drive_gt1_frac": 0.7126,
    },
    "synth": {
        "synth_cell_type_count": 4,
        "synth.largest_area_cell": "edfxtp_1",
        "syn_avg_cell_area_um2": 23.68,
        "yosys_cells": 26,
        "postSynthCellCount": 26,
        "synth_seq_share": 0.7805,
        "area_leaders": "edfxtp_1, mux2_4, buf_6",
        "ys_seq_elements": 16,
        "synth_area_um2": 615.6,
        "yosys_warnings": 4,
        "yosysTopAreaCellShare": 0.7805,
        "yosysChipArea_um2": 615.6,
    },
    "drt": {
        "vias": 453,
        "diodes": 0,
        "wl_per_cell_um": 11.04,
        "drtPass1Iterations": 2,
        "ant_nets": 0,
        "drc_errors": 0,
        "drt-total-wl_um": 1789,
        "viasPerCell": 2.796,
        "dr.first_iter.drc_count": 14,
    },
    "clock_tree": {
        "path_clk_slew_ns": 0.06,
        "numClockSinks": 16,
        "clockBufferDepth": 2,
        "numCtsBuffers": 3,
        "clockRootBuffer": "clkbuf_8",
        "cts_tree": "done",
        "htreeDepth": 1,
    },
    "run": {
        "warnings": 28,
        "max_cap_violations": 0,
    },
    "global_routing": {
        "grt_pass1_wl_um": 2704,
        "grtUsageTotal": 0.03523,
        "grt_overflow": 0,
        "antenna_found_initial": 0,
        "grt_pass1_vias": 500,
        "grt_max_degree": 9,
    },
    "pwr": {
        "peakVddDrop_uv": 271.3,
        "power_density_mw_per_mm2": 1288,
        "p_leak_nw": 0.5593,
    },
    "placement": {
        "routabilityCongestion": 0.7152,
        "place_inst": 147,
        "hpwl_um": 1430,
        "numPortBuffers": 33,
    },
    "floorplanning": {
        "fp.dieW_um": 98,
        "fp_util": 0.1040,
        "core_mm2": 0.005921,
        "num_rows": 28,
        "io_pins": 35,
        "chipArea_mm2": 0.009604,
        "die_h_um": 98,
    },
    "min_path": {
        "hold_path_class": "in2reg",
    },
    "status": {
        "violations": "setup timing",
        "status": "complete, but fails checks",
    },
}
-- cell usage after synthesis (all sizes together) --
master and n:
edfxtp 16, mux2 8, inv 1, buf 1
-- cell type report --
| class | count | share of cell area |
|---|---|---|
| timing repair buffer | 59 | 0.4312 |
| sequential | 16 | 0.3696 |
| multi-input combinational | 8 | 0.09240 |
| tap | 75 | 0.07218 |
| clock buffer | 3 | 0.03176 |
| inverter | 1 | 0.002887 |
-- kinds of logic after synthesis --
logic type / synth area share
multiplexers: 0.1951
flip-flops: 0.7805
buffers and inverters: 0.02438
-- report_power, final --
group          internal [mW]  switching [mW]
registers              0.799          0.0259
logic                  0.304          0.0927
clock network          0.266           0.187
-- through the flow --
stage	setup WS [ns]	total power, mW	hold WS, ns	cell area, um2
floorplan	0.1627	0.8848	0.2989	615.6
global placement	-0.8202	1.174	0.7842	1146
detailed placement	-0.8290	1.177	0.7896	1146
CTS	-0.3384	1.640	0.4860	1221
global route	-0.3866	1.759	0.4876	1300
finish	-0.3322	1.674	0.4844	1300
-- repair_timing --
item / CTS / global route
setup endpoints to repair: 36 / 22
buffers inserted: 18 / 6
hold buffers: 0 / 0
gates resized: 86 / 13
pin swaps: 0 / 0
gates cloned: 1 / 0
-- metal layers --
layer | global-route usage | wire length, um | share of wire | vias up
li1 | - | - | - | 222
met1 | 0.03362 | 592 | 0.33 | 222
met2 | 0.06853 | 1082 | 0.60 | 9
met3 | 0.01565 | 113 | 0.063 | 0
met4 | 0.004474 | 0 | 0 | 0
met5 | 0 | 0 | 0 | -
-- worst paths after layout --
check	startpoint	endpoint	slack, ns	depth (start not counted)
max	REG.Q[14]	LEDR[6]	-0.33	3
min	SW[9]	REG.Q[10]	0.48	3
-- cells in the final DEF (no fill, tap or decap), drive strengths merged --
cell,count
mux2,8
edfxtp,16
buf,51
clkbuf,3
clkdlybuf4s50,8
inv,1
No activity file was given, so power comes from the tool's default toggle rates.
